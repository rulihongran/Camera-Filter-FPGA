==> design.v <==
`timescale 1ns / 1ps
module rgb_to_gray(
input clk,
input rst_n,
input [11:0] rgb_data,
output [7:0] data_out
    );
reg [15:0] R; 
reg [15:0] G;
reg [15:0] B;
reg [15:0]gray_temp;
always@(posedge clk or negedge rst_n)
	if(!rst_n)begin
		R <= 16'd0;
		G <= 16'd0; 	
	    B <= 16'd0;
	end
	else begin
		R <= {rgb_data[11:8],4'd0}*16'd76; 
		G <= {rgb_data[7:4],4'd0}*16'd150;
        B <= {rgb_data[3:0],4'd0}*16'd29;
	end
always@(posedge clk or negedge rst_n)
	if(!rst_n)
		gray_temp <= 16'd0;
	else 
		gray_temp <= R + G + B;
assign data_out = gray_temp>>16'd8;
endmodule
==> run.sh <==
#!/bin/bash
# OpenROAD 26Q1-2900-gdf79404cd8, Yosys 0.63+post, stock flow scripts
make -C /OpenROAD-flow-scripts/flow DESIGN_CONFIG=/design/flow/config.mk WORK_HOME=/design/flow/orfs finish
==> config.mk <==
export PLATFORM = sky130hd
export DESIGN_NAME = rgb_to_gray
export DESIGN_NICKNAME = rgb_to_gray
export VERILOG_FILES = /design/flow/design.v
export SDC_FILE = /design/flow/constraint.sdc
export NUM_CORES = 4
export LEC_CHECK = 1
export CORE_UTILIZATION = 40
==> constraint.sdc <==
current_design rgb_to_gray

set clk_period 3.8
set clk_io_pct 0.2

create_clock -name clk0 -period $clk_period [get_ports {clk}]

set non_clock_inputs [all_inputs -no_clocks]
set_input_delay [expr $clk_period * $clk_io_pct] -clock clk0 $non_clock_inputs
set_output_delay [expr $clk_period * $clk_io_pct] -clock clk0 [all_outputs]
==> ci_impl_report.md <==
## PnR job results

| Metric | Value |
|---|---|
| Setup TNS | 0 ns |
| Unrepaired setup endpoints after global routing | no |
| Critical hold path startpoint | G[15]$_DFF_PN0_ |
| Clock Skews | 0.0103 ns |
| # hold bufs at CTS | 0 |
| CTS tree | yes |
| Final setup fails | 0 |
| Flops out of synthesis | 36 |
| Share of total power in combinational logic | 51.6% |
| Post-Syn Instances | 211 |
| Post-synth cell types | 36 |
| Final Hold Violation Tally | 0 |
| Inserted Clock Buffers | 5 |
| Clock transition at path regs | 0.06 ns |
| I/O Buffers | 21 |
| Reg power frac | 33.1% |
| Rel. slew slack | 70.7% |
| Layout cells sized above 1 | 6.25% |
| Starting DRT DRC Count | 55 |
| Worst Setup Path Type | in -> reg |
| Clock buffer depth | 2 |
| CTS resizes | 0 |
| FP Core Util | 41.3% |
| Post-CTS setup buffers | 0 |
| Initial antenna violation count | 0 |
| Yosys chip area | 2430 um2 |
| Critical Path RT | 3.99 ns |
| Final period demand of the worst path | 3.26 ns |
| Site row count | 28 |
| Worst path slowest cell | or4b_2 |
| Tool warning count | 30 |
| Net switching power | 570 uW |
| Area Growth Syn to Fin | 16.0% |
| Top cells excl fill/tap | ha_1 (47), dfrtp_1 (36), inv_1 (24), clkdlybuf4s50_1 (21), nor2_1 (16) |
| Vias per inst | 4.82 |
| Htree depth | 2 |
| Vias | 1518 |
| CP Launch Point | rgb_data[2] |
| Internal Power | 1.04 mW |
| Static Leak | 1.36 nW |
| R2R Path Start | B[9]$_DFF_PN0_ |
| Final period util | 85.7% |
| Routed Antenna Nets | 0 |
| Cells along the critical path | clkdlybuf4s50_1 -> inv_1 -> fa_1 -> inv_1 -> ha_1 -> ha_1 -> a21oi_1 -> or4b_2 -> o2111ai_1 |
| Cell family with most CP delay | adder cells |
| Ant diodes | 0 |
| Routability cong. | 0.808 |
| Cell Area, Synth | 2430 um2 |
| GR Util All Layers | 14.0% |
| Worst slew pin tran | 0.439 ns |
| CP peak stage delay | 0.61 ns |
| Cells after DPL | 308 |
| Sw frac | 35.3% |
| DRT Pass-1 Iters | 6 |
| Yosys Warn Count | 1 |
| Status | finished, final reports clean |
| Vias in the first global route | 1506 |
| Crit path capture type | register |
| Fillcell total | 532 |
| Worst hold path class | reg -> reg |
| DRC viols | 0 |
| IO Pins | 22 |
| First-pass GRT wire length | 6590 um |
| GRT overflow | 0 |
| Die ar. | 6400 um2 |
| Pwr dens | 572 nW/um2 |
| Num Clock Sinks | 36 |
| Arrival time worst endpoint | 3.45 ns |
| Core area | 5890 um2 |
| EDFF count, synth | 0 |
| VDD IR max | 316 uV |
| Top cell excl fill/tap | ha_1 |
| Main flop type | dfrtp_1 |
| Crit-path max FO | 5 |
| Avg Cell Area, Syn | 11.5 um2 |
| Yosys cell count | 211 |
| Non-Filler Instances | 315 |
| DP HPWL | 3040 um |
| Sequential area share after synthesis | 37.0% |
| Clk latency of the worst-skew pair | 0.28 ns |
| Timing-limited maximum frequency | 307 MHz |
| Die W | 80 um |
| Buf/Inv on CP | 3 |
| Largest net degree at the start of global routing | 37 |
| DR WL/cell | 11.7 um |
| Synth async-reset ratio | 100% |
| Root Driver | clkbuf_8 |
| Routed WL | 3690 um |
| Max Transition Viols Final | 0 |
| CP Launch Type | primary input |
| Clock share of power | 15.4% |
| Max Cap Viol | 0 |
| Die Y | 80 um |
## power groups by stage
stage     Sequential [mW]  Clock, mW  Combinational (mW)
4_1_cts             0.537      0.260               0.843
5_1_grt             0.544      0.279               0.970
6_report            0.534      0.248               0.833
## area by class of cell
type,count,area [um2],area share [%]
Multi-Input combinational cell,151,1440,51.1
Sequential cell,36,901,31.9
Timing Repair Buffer,22,218,7.71
Tap cell,75,93.8,3.32
Inverter,24,90.1,3.19
Clock buffer,6,72.6,2.57
Clock inverter,1,5.00,0.177
## cell usage after synthesis (3+ instances only)
master   number  area [um2]
a21o_1        3        22.5
a21oi_1      10        50.1
a31oi_1       3        18.8
dfrtp_1      36         901
fa_1         12         240
ha_1         47         588
inv_1        24        90.1
nand2_1       3        11.3
nor2_1       16        60.1
nor2b_1       6        37.5
nor3_1        3        15.0
o21ai_0       3        15.0
or2_2         3        18.8
xnor2_1      13         114
xor2_1        4        35.0
## registers in the layout, indices dropped and copies added (netlist names)
| name | count |
|---|---|
| B | 8 |
| R | 9 |
| gray_temp | 8 |
| G | 11 |
## per-layer routing
layer  wire (um)  vias up  global-route usage (%)
met5           0        -                       0
met4          26        0                    1.61
met3         128        2                    3.60
met2        1720       22                    22.1
met1        1820      708                    20.8
li1            -      786                       -
## path summary, 6_finish.rpt
path / slack, ns / depth (start not counted) / end
max in group asynchronous: 2.60 / 2 / R[12]$_DFF_PN0_
min: 0.71 / 4 / gray_temp[15]$_DFF_PN0_
min reg2reg: 0.71 / 4 / gray_temp[15]$_DFF_PN0_
min in group asynchronous: 0.88 / 2 / gray_temp[10]$_DFF_PN0_
max reg2reg: 1.41 / 6 / gray_temp[12]$_DFF_PN0_
max: 0.54 / 9 / B[12]$_DFF_PN0_
## through the flow
stage	instance area, um2	total power, mW	setup WS, ns	util [%]	hold slack, ns
after floorplan	2430	1.14	0.937	-	0.464
after detailed placement	2750	1.38	0.253	46.6	0.699
after CTS	2820	1.64	0.552	48.0	0.711
after global placement	2750	1.37	0.279	46.6	0.696
final	2820	1.61	0.544	48.0	0.705
after global routing	2820	1.79	0.415	48.0	0.772
## cells by family after synthesis
logic type                 after synthesis  synth area share (%)
muxes                                    1                 0.411
xor gates and xnor gates                17                  6.12
adders and majority gates               59                  34.0
and+or+nand+nor                         40                  8.90
DFF                                     36                  37.0
AOI/OAI and AO/OA                       34                  9.82
buffers and inverters                   24                  3.70
## tightest hold or removal path: cells and delay by family, from the launching register on
kind,cells,cell delay (ns)
xor gates and xnor gates,1,0.09
AOI/OAI and AO/OA,1,0.07
and+or+nand+nor,1,0.05
muxes,1,0.12
DFF,1,0.34
Power figures rest on the tool's default switching activity, not on a simulated workload.
